`design/flow/run.sh`:
```
#!/bin/bash
# OpenROAD 26Q1-2900-gdf79404cd8, Yosys 0.63+post, stock flow scripts
make -C /OpenROAD-flow-scripts/flow DESIGN_CONFIG=/design/flow/config.mk WORK_HOME=/design/flow/orfs finish
```
`design/flow/config.mk`:
```
export PLATFORM = sky130hd
export DESIGN_NAME = processor_wrapper
export DESIGN_NICKNAME = processor_wrapper
export VERILOG_FILES = /design/flow/design.v
export SDC_FILE = /design/flow/constraint.sdc
export NUM_CORES = 4
export LEC_CHECK = 1
export CORE_UTILIZATION = 50
export SYNTH_HDL_FRONTEND = slang
```
`design/flow/constraint.sdc`:
```
current_design processor_wrapper

set clk_period 823.6
set clk_io_pct 0.2

create_clock -name clk0 -period $clk_period [get_ports {clk}]

set non_clock_inputs [all_inputs -no_clocks]
set_input_delay [expr $clk_period * $clk_io_pct] -clock clk0 $non_clock_inputs
set_output_delay [expr $clk_period * $clk_io_pct] -clock clk0 [all_outputs]
```
`design/flow/design.v`:
```
`timescale 1ns / 1ps
module processor_wrapper(
  input clk,
  input [1:0] data_in,
  output [31:0] inst_addr,
  output [9:0] data_out,
  output [2:0] command,
  output [31:0] data_addr,
  output [31:0] data_wdata,
  output [3:0] data_wstrb,
  output interrupt_req,
  input mem_start_ready,
  input interrupt_ack,
  input [1:0] error,
  input ready,
  input [31:0] data_rdata,
  input [31:0] inst_rdata);
wire[31:0] PC;
wire[31:0] data_addr_wire;
processor processor(.clk(clk),
          .data_in(data_in),
          .PC(PC),
          .data_out(data_out),
          .command(command),
          .data_addr(data_addr_wire),
          .data_wdata(data_wdata),
          .data_wstrb(data_wstrb),
          .interrupt_req(interrupt_req),
          .mem_start_ready(mem_start_ready),
          .interrupt_ack(interrupt_ack),
          .error(error),
          .ready(ready),
          .data_rdata(data_rdata),
          .inst_rdata(inst_rdata));
assign inst_addr = {PC[31:2], 2'b0};
assign data_addr = {data_addr_wire[31:2], 2'b0};
endmodule
`timescale 1ns / 1ps
module processor(
  input clk,
  input logic[1:0] data_in,
  output logic[31:0] PC = 32'd0,
  output logic[9:0] data_out,
  output logic interrupt_req = 0,
  output logic[2:0] command = 3'd0,
  output logic[31:0] data_addr = 32'hffff_ffff,
  output logic[31:0] data_wdata,
  output logic[3:0] data_wstrb,
  input logic[1:0] error,
  input logic ready,
  input logic[31:0] data_rdata,
  input logic[31:0] inst_rdata,
  input logic mem_start_ready,
  input logic interrupt_ack);
logic[2:0] state = 3'd3;
logic[63:0][31:0] R = 0;
logic CarryFlag;
logic OverflowFlag;
logic[31:0] i;
logic[5:0] instruction;
logic[31:0] ALU_res;
logic[5:0] delay_write;
logic[2:0] do_delay_write = 3'd5;
logic[31:0] acc_arg;
logic acc_arg_ready = 0;
logic do_interrupt = 0;
logic acc_res_ready;
logic[31:0] acc_res;
logic[1:0] acc_state;
always_ff @ (posedge clk) begin
automatic logic[31:0] wV;
automatic logic[31:0] shift_sh;
automatic logic[32:0] ALU_sum;
automatic logic[31:0] ALU_sub;
automatic logic[31:0] ALU_snd;
automatic logic[63:0] ALU_prod;
automatic logic[31:0] ALU_fst;
automatic logic[31:0] aV;
automatic logic[31:0] PC_next;
automatic logic[5:0] x;
automatic logic[31:0] bV;
automatic logic[3:0] func;
if (error == 2'd0) begin
case (state)
3'd0 : begin
if (i[24]) begin
if (i[31]) begin
instruction = 6'd13;
end else begin
if (i[23:9] == 15'd0) begin
instruction = 6'd14;
end else begin
instruction = 6'd15;
end
end
end else begin
if ((i[5:0] == 6'd10) || ((i[5:0] == 6'd11) || (i[5:0] == 6'd12))) begin
instruction = i[5:0];
end else begin
if (i[31]) begin
instruction = 6'd15;
end else begin
if (i[5:0] < 6'd10) begin
instruction = i[5:0];
end else begin
instruction = 6'd15;
end
end
end
end
wV = i[31] ? {32'($signed(i[30:25]))} : R[i[30:25]];
aV = i[23] ? {32'($signed(i[22:17]))} : R[i[22:17]];
bV = i[16] ? {32'($signed(i[15:10]))} : R[i[15:10]];
func = ((instruction == 6'd0) || ((instruction == 6'd6) || ((instruction == 6'd9) || ((instruction == 6'd10) || (instruction == 6'd11))))) ? i[9:6] : 4'd9;
ALU_fst = (instruction == 6'd9) ? PC : aV;
ALU_snd = (instruction == 6'd9) ? aV : bV;
ALU_sum = (33'({ALU_fst}) + 33'({ALU_snd})) + ((func == 4'd1) ? 33'({CarryFlag}) : 33'd0);
ALU_prod = 64'({ALU_fst}) * 64'({ALU_snd});
case (func)
4'd0 : begin
ALU_res = ALU_sum[31:0];
CarryFlag = ALU_sum[32];
OverflowFlag = (ALU_fst[31] == ALU_snd[31]) && (ALU_sum[31] != ALU_fst[31]);
end
4'd1 : begin
ALU_res = ALU_sum[31:0];
CarryFlag = ALU_sum[32];
end
4'd2 : begin
ALU_sub = ALU_fst - ALU_snd;
OverflowFlag = (ALU_fst[31] != ALU_snd[31]) && (ALU_sub[31] != ALU_fst[31]);
ALU_res = ALU_sub;
end
4'd3 : ALU_res = 32'({CarryFlag});
4'd4 : ALU_res = 32'({OverflowFlag});
4'd5 : ALU_res = ALU_fst + 32'd1;
4'd6 : ALU_res = ALU_fst - 32'd1;
4'd7 : ALU_res = ALU_prod[31:0];
4'd8 : ALU_res = ALU_prod[63:32];
4'd9 : ALU_res = ALU_fst & ALU_snd;
4'd10 : ALU_res = ALU_fst | ALU_snd;
4'd11 : ALU_res = ALU_fst ^ ALU_snd;
4'd12 : ALU_res = 32'({ALU_fst == ALU_snd});
4'd13 : ALU_res = 32'({{$signed(ALU_fst) < $signed(ALU_snd)}});
4'd14 : ALU_res = 32'({ALU_fst < ALU_snd});
4'd15 : ALU_res = ALU_snd;
endcase
PC_next = PC + 32'd4;
case (instruction)
6'd0 : begin
R[i[30:25]] = ALU_res;
PC <= PC_next;
command <= 3'd1;
state = 3'd1;
end
6'd1 : begin
case (i[7:6])
2'd0 : R[i[30:25]] = aV << bV;
2'd1 : R[i[30:25]] = aV >> bV;
2'd2 : R[i[30:25]] = {$signed(aV) >>> (bV)};
2'd3 : begin
shift_sh = bV % 32'd32;
R[i[30:25]] = (aV >> shift_sh) | (aV << (32'd32 - shift_sh));
end
endcase
PC <= PC_next;
command <= 3'd1;
state = 3'd1;
end
6'd2 : begin
data_wstrb <= 4'd15;  
data_wdata <= aV;  
data_addr <= bV;  
PC <= PC_next;
command <= 3'd3;
state = 3'd1;
end
6'd3 : begin
data_wstrb <= 4'd1 << 4'({bV[1:0]});
data_addr <= bV;
PC <= PC_next;
command <= 3'd3;
state = 3'd1;
case (bV[1:0])
2'd0 : data_wdata[7:0] <= aV[7:0];
2'd1 : data_wdata[15:8] <= aV[7:0];
2'd2 : data_wdata[23:16] <= aV[7:0];
2'd3 : data_wdata[31:24] <= aV[7:0];
endcase
end
6'd4 : begin
delay_write = i[30:25];
do_delay_write = 3'd4;
data_addr <= aV;
PC <= PC_next;
command <= 3'd2;
state = 3'd1;
end
6'd5 : begin
delay_write = i[30:25];
do_delay_write = 3'({aV[1:0]});
data_addr <= aV;
PC <= PC_next;
command <= 3'd2;
state = 3'd1;
end
6'd6 : begin
R[i[30:25]] = ALU_res;
data_out <= ALU_res[9:0];
PC <= PC_next;
command <= 3'd1;
state = 3'd1;
end
6'd7 : begin
R[i[30:25]] = 32'({data_in});
PC <= PC_next;
command <= 3'd1;
state = 3'd1;
end
6'd8 : begin
delay_write = i[30:25];
acc_arg <= aV;
acc_arg_ready <= 1;
PC <= PC_next;
state = 3'd2;
end
6'd9 : begin
R[i[30:25]] = PC_next;
PC <= ALU_res;
command <= 3'd1;
state = 3'd1;
end
6'd10 : begin
if (ALU_res == 32'd0) begin
PC <= PC + wV;
end else begin
PC <= PC_next;
end
command <= 3'd1;
state = 3'd1;
end
6'd11 : begin
if (ALU_res != 32'd0) begin
PC <= PC + wV;
end else begin
PC <= PC_next;
end
command <= 3'd1;
state = 3'd1;
end
6'd12 : begin
PC <= PC_next;
do_interrupt = 1;
data_addr <= 32'd0;
command <= 3'd4;
state = 3'd1;
end
6'd13 : begin
if (i[23]) begin
R[i[30:25]] = 32'd0 - 32'({i[22:0]});
end else begin
R[i[30:25]] = 32'({i[22:0]});
end
PC <= PC_next;
command <= 3'd1;
state = 3'd1;
end
6'd14 : begin
x = i[30:25];
R[x][31:23] = i[8:0];
PC <= PC_next;
command <= 3'd1;
state = 3'd1;
end
endcase
end
3'd1 : begin
if (ready && (command == 3'd0)) begin
case (do_delay_write)
3'd0 : R[delay_write] = 32'({data_rdata[7:0]});
3'd1 : R[delay_write] = 32'({data_rdata[15:8]});
3'd2 : R[delay_write] = 32'({data_rdata[23:16]});
3'd3 : R[delay_write] = 32'({data_rdata[31:24]});
3'd4 : R[delay_write] = data_rdata;
endcase
do_delay_write = 3'd5;
i = inst_rdata;
if (do_interrupt) begin
state = 3'd4;
do_interrupt = 0;
interrupt_req <= 1;
end else begin
state = 3'd0;
end
end
command <= 3'd0;
end
3'd2 : begin
if (acc_res_ready && (!acc_arg_ready)) begin
R[delay_write] = acc_res;
command <= 3'd1;
state = 3'd1;
end
acc_arg_ready <= 0;
end
3'd3 : if (mem_start_ready) begin
command <= 3'd1;
state = 3'd1;
end
3'd4 : if (interrupt_ack) begin
interrupt_req <= 0;
state = 3'd0;
end
endcase
end else begin
state = 3'd5;
end
end
always_ff @ (posedge clk) begin
if (acc_arg_ready) begin
acc_res_ready <= 0;
acc_state = 2'd0;
end else begin
case (acc_state)
2'd0 : acc_state = 2'd1;
2'd1 : begin
acc_res <= 32'({acc_arg[31:16] + acc_arg[15:0]});
acc_res_ready <= 1;
end
endcase
end
end
endmodule
```
==> flow_metrics.py <==
# Physical implementation metrics
metrics = {
    "cts": {
        "cts_hold_buf": 0,
        "numClockSinks": 2259,
        "cts_inserted_buffers": 327,
        "postCtsSetupBuffers": 0,
        "max-clock-path-buffers": 4,
        "root_buffer": "clkbuf_16",
        "cts_max_level": 5,
        "cts_resized": 0,
    },
    "place": {
        "place_hpwl_mm": 2200,
        "gp_congestion": 1.48,
        "portBuffers": 180,
    },
    "run_status": {
        "failing_step": "5_1_grt",
        "outcome": "stopped before the end",
        "error": "[ERROR GRT-0116] Global routing finished with congestion. Check the congestion regions in the DRC Viewer.",
    },
    "synthesis": {
        "edf_count": 2253,
        "yosys_area_um2": 313000,
        "synthAoiAreaFrac": 0.382,
        "ys_sh_mux": 0.0977,
        "synth.logic.top_family": "AND-OR/OR-AND gates",
        "yosys_cells": 41300,
        "async_reset_ff_frac": 0,
        "synthAdderAreaFrac": 0.0754,
        "synth_area_per_cell_um2": 7.58,
        "synthesis.area_um2": 313000,
        "ys_sh_simple": 0.141,
        "ys_sh_xor": 0.00537,
        "synth_seq_share": 0.216,
        "ys_warn_count": 0,
        "flop_cell": "edfxtp_1",
        "syn_inst": 41300,
        "synth_cell_types": 121,
        "ys_ff": 2259,
    },
    "global_routing": {
        "grt_first_pass_wirelength_mm": 4420,
        "grt_use_total": 1.06,
        "grt_max_degree": 127,
        "gr-total-overflow": 49600,
        "grt_pass1_vias": 466000,
    },
    "die": {
        "fp.dieW_um": 793,
        "io_pins": 186,
        "rows": 290,
        "initCoreUtil": 0.502,
        "fp.dieH_um": 793,
    },
}
[cell families after synthesis]
group                    count (synthesis)
adder cells (fa/ha/maj)               1346
other                                    1
buffers and inverters                 6532
multiplexers                          1586
AND/OR/NAND/NOR                      10400
AND-OR/OR-AND                        19000
flip-flops                            2259
XOR/XNOR                               191
[synthesized netlist by cell type, drive strengths merged (94+ instances only)]
library cell / n / area share
edfxtp: 2253 / 0.22
a311oi: 116 / 0.0032
a211oi: 265 / 0.0064
nor2: 3605 / 0.043
inv: 1054 / 0.013
a21o: 94 / 0.0023
a2111oi: 316 / 0.0089
nand2: 3619 / 0.043
mux4: 1165 / 0.084
o31ai: 118 / 0.0029
a31oi: 783 / 0.016
a22oi: 1082 / 0.026
o211ai: 830 / 0.020
nand4: 292 / 0.0059
ha: 445 / 0.018
o21ai: 6397 / 0.10
nor3: 444 / 0.0071
fa: 901 / 0.058
xnor2: 121 / 0.0034
a41o: 113 / 0.0036
o221ai: 1038 / 0.029
a21oi: 4558 / 0.073
o22ai: 805 / 0.016
a222oi: 386 / 0.012
a41oi: 407 / 0.011
o2111ai: 432 / 0.012
a22o: 153 / 0.0043
a221oi: 457 / 0.013
mux2i: 330 / 0.011
clkbuf: 4572 / 0.055
buf: 879 / 0.014
nand3: 1798 / 0.029
o311ai: 130 / 0.0037
[per-stage QoR]
step | total power (W) | instance area [um^2] | std cells | setup slack, ns
CTS | 0.000278 | 345000 | 48200 | 655.02
global placement | 0.000131 | 334000 | 47600 | 653.88
floorplan | 0.000128 | 313000 | 41300 | 655.55
detailed placement | 0.000131 | 334000 | 47600 | 653.93
[layer usage]
layer | GRT overflow | GRT usage
met3 | 9112 | 1.04
met2 | 20800 | 1.13
met1 | 11000 | 1.05
met5 | 911 | 0.955
met4 | 7904 | 1.03
Power is estimated from default activity; no workload was simulated.
