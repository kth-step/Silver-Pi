## ./constraint.sdc

```tcl
current_design cache_none

set clk_period 20.2
set clk_io_pct 0.2

create_clock -name clk0 -period $clk_period [get_ports {clk}]

set non_clock_inputs [all_inputs -no_clocks]
set_input_delay [expr $clk_period * $clk_io_pct] -clock clk0 $non_clock_inputs
set_output_delay [expr $clk_period * $clk_io_pct] -clock clk0 [all_outputs]
```

## ./design.v

```verilog
`timescale 1ns / 1ps
module cache_none(
    input clk,
    input[2:0] command,
    output ready,
    input[31:0] data_addr,
    input[31:0] inst_addr,
    input[31:0] data_wdata,
    input[3:0] data_wstrb,  
    output logic[31:0] data_rdata,
    output logic[31:0] inst_rdata,
    output[1:0] error,
    input wire mem_start_valid,
    input wire[31:0] mem_start_input,
    output reg mem_d_awvalid = 0,
    input wire mem_d_awready,
    output reg[31:0] mem_d_awaddr,
    output reg[7:0] mem_d_awlen = 0,
    output reg[2:0] mem_d_awsize = 'b010,
    output reg[1:0] mem_d_awburst = 0,
    output reg mem_d_wvalid = 0,
    input wire mem_d_wready,
    output reg[31:0] mem_d_wdata,
    output reg[3:0] mem_d_wstrb,
    output reg mem_d_wlast = 1,
    input wire[1:0] mem_d_bresp,
    input wire mem_d_bvalid,
    output reg mem_d_bready = 1,
    output reg mem_d_arvalid = 0,
    input wire mem_d_arready,
    output reg[31:0] mem_d_araddr,
    output reg[7:0] mem_d_arlen = 0,
    output reg[2:0] mem_d_arsize = 'b010,
    output reg[1:0] mem_d_arburst = 0,
    input wire[31:0] mem_d_rdata,
    input wire[1:0] mem_d_rresp,
    input wire mem_d_rlast,
    input wire mem_d_rvalid,
    output reg mem_d_rready = 1,
    output reg mem_i_awvalid = 0,
    input wire mem_i_awready,
    output reg[31:0] mem_i_awaddr,
    output reg[7:0] mem_i_awlen = 0,
    output reg[2:0] mem_i_awsize = 'b010,
    output reg[1:0] mem_i_awburst = 0,
    output reg mem_i_wvalid = 0,
    input wire mem_i_wready,
    output reg[31:0] mem_i_wdata,
    output reg[3:0] mem_i_wstrb,
    output reg mem_i_wlast = 1,
    input wire[1:0] mem_i_bresp,
    input wire mem_i_bvalid,
    output reg mem_i_bready = 1,
    output reg mem_i_arvalid = 0,
    input wire mem_i_arready,
    output reg[31:0] mem_i_araddr,
    output reg[7:0] mem_i_arlen = 0,
    output reg[2:0] mem_i_arsize = 'b010,
    output reg[1:0] mem_i_arburst = 0,
    input wire[31:0] mem_i_rdata,
    input wire[1:0] mem_i_rresp,
    input wire mem_i_rlast,
    input wire mem_i_rvalid,
    output reg mem_i_rready = 1
    );
logic[31:0]  mem_start = 0;
typedef enum { INIT, WAITING, ERROR_CACHE, ERROR_AXI } statet;
statet state = INIT;
assign ready = (state == INIT);
logic inst_cycle_ready = 1;
logic data_cycle_ready = 1;
logic wait_error = 0;
logic[1:0] data_write_check = 0;
function logic[1:0] error_func(input statet s);
    case (s)
    ERROR_CACHE: error_func = 2;
    ERROR_AXI:   error_func = 1;
    default:     error_func = 0;
    endcase
endfunction
assign error = error_func(state);
always_ff @ (posedge clk) begin
   if (mem_start_valid) begin
      mem_start <= mem_start_input;
   end
end
logic[31:0] data_addr_trans;
assign data_addr_trans = data_addr + mem_start;
logic[31:0] inst_addr_trans;
assign inst_addr_trans = inst_addr + mem_start;
always_ff @ (posedge clk) begin
    case (state)
    INIT: begin
        if (command == 1 || command == 2 || command == 3 || command == 4) begin
            state <= WAITING;
            mem_i_arvalid <= 1;
            mem_i_araddr <= inst_addr_trans;
            inst_cycle_ready = 0;
        end
        if (command == 2) begin
            if (inst_addr_trans == data_addr_trans) begin
                state <= ERROR_CACHE;
                mem_i_arvalid <= 0;
            end else begin
                mem_d_arvalid <= 1;
                mem_d_araddr <= data_addr_trans;
                data_cycle_ready = 0;
            end
        end
        if (command == 3) begin
            if (inst_addr_trans == data_addr_trans) begin
                state <= ERROR_CACHE;
                mem_i_arvalid <= 0;
            end else begin
                mem_d_awvalid <= 1;
                mem_d_awaddr <= data_addr_trans;
                mem_d_wvalid <= 1;
                mem_d_wdata <= data_wdata;
                mem_d_wstrb <= data_wstrb;
                data_cycle_ready = 0;
                data_write_check = 0;
            end
        end
    end
    WAITING: begin
        if (mem_i_arvalid && mem_i_arready)
            mem_i_arvalid <= 0;
        if (mem_i_rvalid && mem_i_rready) begin
            inst_rdata <= mem_i_rdata;
            inst_cycle_ready = 1;
            if (mem_i_rresp != 0 || mem_i_rlast != 1) begin
                wait_error = 1;    
            end
        end
        if (mem_d_arvalid && mem_d_arready)
            mem_d_arvalid <= 0;
        if (mem_d_rvalid && mem_d_rready) begin
            data_rdata <= mem_d_rdata;
            data_cycle_ready = 1;
            if (mem_d_rresp != 0 || mem_d_rlast != 1) begin
                wait_error = 1;    
            end
        end
        if (mem_d_awvalid && mem_d_awready) begin
            mem_d_awvalid <= 0;
            data_write_check += 1; 
        end
        if (mem_d_wvalid && mem_d_wready) begin
            mem_d_wvalid <= 0;
            data_write_check += 1; 
        end
        if (mem_d_bvalid && mem_d_bready) begin
            data_cycle_ready = 1;
            if (mem_d_bresp != 0 || data_write_check != 2)
                wait_error = 1;
        end
        if (inst_cycle_ready == 1 && data_cycle_ready == 1) begin
            if (wait_error == 0)
                state <= INIT;
            else
                state <= ERROR_AXI;
        end
    end
    endcase
end
endmodule
```

## ./config.mk

```make
export PLATFORM = sky130hd
export DESIGN_NAME = cache_none
export DESIGN_NICKNAME = cache_none
export VERILOG_FILES = /design/flow/design.v
export SDC_FILE = /design/flow/constraint.sdc
export NUM_CORES = 4
export LEC_CHECK = 1
export CORE_AREA = 10 10 240 240
export DIE_AREA = 0 0 250 250
export SYNTH_HDL_FRONTEND = slang
```

## ./run.sh

```bash
#!/bin/bash
# OpenROAD 26Q1-2900-gdf79404cd8, Yosys 0.63+post, stock flow scripts
make -C /OpenROAD-flow-scripts/flow DESIGN_CONFIG=/design/flow/config.mk WORK_HOME=/design/flow/orfs finish
```

==> impl_metrics.yaml <==
# yosys + openroad results
global_route:
  antenna_found_initial: 25
  grt_pass1_vias: 8383
  grt_pass1_wl_um: 54500
  grtUsageTotal_pct: 11.9
  overflow: 0
  grt_max_degree: 51
logic_synthesis:
  ys_cells: 991
  edf_count: 168
  synthTopCellsByCount: "buf_4 (195), edfxtp_1 (168), a21oi_1 (65)"
  ys_seq_share_pct: 46.6
  adder_share_pct: 7.44
  aoi_share_pct: 14.3
  yosys_area_um2: 11000
  ys_sh_xor_pct: 6.63
  ys_ff: 171
  synth_cell_types: 82
  ys_async_sr_fraction_pct: 0
  yosysMostFrequentCell: "buf_4"
  ff_type: "edfxtp_1"
  syn_area_per_cell_um2: 11.1
  synthCells: 991
  yosys.area_share.simple_pct: 10.2
  synth.area.mux_share_pct: 0.194
  yosys.area.top_type: "edfxtp_1"
  yosysWarnings: 128
  area_leaders: "edfxtp_1 (46%), buf_4 (13%), ha_1 (7.1%)"
  top_area_share_pct: 46.0
  syn_area_um2: 11000
  logic_family: "buffers and inverters"
sta:
  setup_slack_ns: 11.06
  setup_tns_ns: 0
  setup_viol: 0
  clock-skew-final_ns: 0.0114
  rsz0062_at_grt: "false"
  fmax_mhz: 109
  tightest_slew_ns: 0.983
  drv_slew: 0
  fin_crit_sh_pct: 45.3
  max-slew-margin-rel_pct: 33.6
  hold_viol: 0
  period_needed_ns: 9.14
clocking:
  path_clk_slew_ns: 0.07
  ctsResizeCount: 0
  cts.sinks: 171
  cts_setup_buffers: 0
  cts_tree: "done"
  cts_buffer_depth: 2
  cts_buffers: 17
  root_buffer: "clkbuf_16"
  cts_max_level: 4
  hold_buffers: 0
  worstSkewPairLatency_ns: 0.45
worst_setup_path:
  cp-startpoint: "data_addr[0]"
  critPathRequiredTime_ns: 20.28
  cp.arrival_ns: 9.22
  crit_type: "in -> reg"
  cp-start-kind: "input pin"
  crit-reg2reg-launch: "mem_start[0]"
  cp_max_fo: 50
  worstSetupEndpointType: "flop"
routing:
  wl_um: 38100
  wl_per_cell_um: 19.3
  drc: 0
  vias: 8080
  first_pass_iters: 5
  first_iter_violations: 468
  ant_nets: 0
  routed_via_density: 4.09
power:
  p_leak_nw: 5.47
  vdd_drop_max_mv: 0.0590
  power.density_nw_per_um2: 71.0
  power_w: 0.00103
flow_run:
  log.warning_count: 105
  cap_violations: 0
floorplan:
  initial_utilization_pct: 20.9
  coreArea_um2: 52400
  die_x_um: 250
  rows: 84
  die_area_um2: 62500
  die_h_um: 250
  io_pins: 552
final_layout:
  register_area_um2: 5100
  fillers: 5421
  syn_to_final_growth_pct: 31.7
  layout-drive-gt1-share_pct: 4.52
  instances_no_fill: 1975
  fin_area_um2: 14400
  logic_area_um2: 4990
placement:
  place_area_um2: 13800
  portBuffers: 278
  dp_cells: 1939
  pre_cts_ws_ns: 10.50
  dp_hpwl_um: 32700
  place.gp.congestion: 0.872
worst_hold_path:
  worstHoldPathType: "reg -> reg"
  hold_start: "state[1]"
run_status:
  status: "complete, no violations"
==> power breakdown <==
part	leakage (nW)	internal [W]	switching (W)	total, W
clock network	0.286	0.000185	0.000151	0.000336
registers	1.55	0.000409	0.00000520	0.000414
logic	3.63	0.000117	0.000157	0.000274
==> through the flow <==
stage | utilization, % | hold WS (ns)
floorplan | - | 0.416
finish | 27.5 | 0.483
global route | 27.5 | 0.498
CTS | 27.5 | 0.492
global placement | 26.4 | 0.457
detailed placement | 26.4 | 0.472
==> critical path, cell delays in order <==
cell and delay (ns):
clkdlybuf4s50_1 0.41, ha_1 0.23, fa_1 0.43, a21oi_1 0.26
o22ai_1 0.18, a211oi_1 0.54, nand2_1 0.19, a311oi_1 0.68
xnor2_1 0.14, and4_1 0.24, nand4b_1 0.17, nor4_4 0.10
nor3b_2 0.65, buf_4 0.33, buf_4 0.56
==> worst paths after layout <==
kind | cells after the start | to | slack [ns]
min reg2reg | 1 | state[1] | 0.48
max | 15 | mem_d_wdata[24] | 11.06
min | 1 | state[1] | 0.48
max reg2reg | 14 | mem_d_wdata[24] | 14.62
==> cell families after synthesis <==
kind of cell,Yosys count
buf+inv,231
other cells,1
compound gates,231
xor+xnor,75
fa+ha+maj,64
flops,171
mux,2
simple gates,216
==> cells in the final DEF (no fill, tap or decap), drive strengths merged, types with 5 or more instances in the layout <==
cell and n:
conb 193, diode 5, nand2b 5, a21o 21, a211oi 11, o211ai 5, xor2 30, o31ai 5
a31oi 5, nand3 18, nand2 64, nand4 17, a221oi 5, and2 10, nor4 6, o2111ai 5
or3 7, o21a 12, clkdlybuf4s50 278, inv 22, edfxtp 168, nor3 17, a21oi 66, and4 5
clkbuf 17, xnor2 40, nor2 41, buf 5, and3 10, o21ai 47, ha 62
==> cell type report <==
type / count / share of cell area [%]
Antenna cell: 5 / 0.0867
Clock buffer: 17 / 2.95
Clock inverter: 14 / 1.13
Inverter: 16 / 0.416
Multi-Input combinational cell: 781 / 34.6
Sequential cell: 171 / 35.4
Tap cell: 688 / 5.96
Timing Repair Buffer: 283 / 19.5
==> state kept, by name, indices dropped and copies added, names as in the netlist <==
register / count
mem_d_awvalid: 1
mem_d_awaddr: 32
mem_d_wdata: 32
mem_i_arvalid: 1
mem_start: 32
mem_d_araddr: 32
mem_d_wstrb: 4
mem_i_araddr: 32
state: 3
mem_d_wvalid: 1
mem_d_arvalid: 1
==> metal layers <==
metal	part of all wire [%]	track usage [%]
met1	41	15.0
met2	47	19.3
met3	9.1	5.00
met4	1.8	1.62
met5	0.61	0
Power is estimated from default activity; no workload was simulated.
